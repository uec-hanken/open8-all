**config.mk**
```make
export PLATFORM = sky130hd
export DESIGN_NAME = spi_prog
export DESIGN_NICKNAME = spi_prog
export VERILOG_FILES = /design/flow/design.v
export SDC_FILE = /design/flow/constraint.sdc
export NUM_CORES = 4
export LEC_CHECK = 1
export CORE_UTILIZATION = 40
```
**constraint.sdc**
```tcl
current_design spi_prog

set clk_period 1.6
set clk_io_pct 0.2

create_clock -name clk0 -period $clk_period [get_ports {clk}]
create_clock -name clk1 -period $clk_period [get_ports {i_sck}]

set non_clock_inputs [all_inputs -no_clocks]
set_input_delay [expr $clk_period * $clk_io_pct] -clock clk0 $non_clock_inputs
set_output_delay [expr $clk_period * $clk_io_pct] -clock clk0 [all_outputs]
```
**design.v**
```verilog
module fsm
(
input wire clk, 
input wire rst, 
input wire i_start, 
input wire i_cpu_reset, 
output reg o_enable, 
output reg o_re_enable,
output reg o_busy
);
reg [1:0] state;
parameter init=0, wait_ack=1, load=2, waiting=3;
always @(posedge clk or negedge rst)
     begin
          if (rst == 0) begin
              state <= init;
              o_enable <= 0;
				  o_re_enable <= 0;
              o_busy <= 0; 
          end else
               case (state)
                    init:
                        if (i_start == 1 && i_cpu_reset==1) begin
                              state <= wait_ack;
                              o_enable <= 1;
										o_re_enable <= 0;
                              o_busy <= 1;
                        end
                    wait_ack:
                        if (i_cpu_reset==0) begin
                            state <= init;
                            o_enable <= 0;
									 o_re_enable <= 0;
                            o_busy <= 0; 
                        end else begin
                            state <= load;
                            o_enable <= 0;
									 o_re_enable <= 0;
                            o_busy <= 1;
                        end
                    load:
                        if (i_cpu_reset==0) begin
                            state <= init;
                            o_enable <= 0;
									 o_re_enable <= 0;
                            o_busy <= 0; 
                        end else begin
                            state <= waiting;
                            o_enable <= 0;
									 o_re_enable <= 1;
                            o_busy <= 1;
                        end
                    default: begin  
                            state <= init;
                            o_enable <= 0;
									 o_re_enable <= 0;
                            o_busy <= 0;
                        end
               endcase
     end
endmodule
module spi #(parameter outputs = 9, parameter inputs = 5)(  
    input  wire i_sck,
    input  wire i_copi,
    output wire o_cipo,
    input  wire i_cs,
    input  wire i_nrst,
    output reg  [outputs*8-1:0] rout,
    input  wire [inputs*8-1:0]  rin
    );
    genvar i;
    genvar unpk_idx;
    wire [7:0] wdata;
    reg  [7:0] rdata;
    wire [7:0] addr;
    wire we ;
    wire re ;
    reg re_reg;
    wire [outputs-1:0]		en_o;		 
	wire [inputs-1:0]		en_i;		 
    wire [8-1:0] inputs_a [0:inputs-1];
    reg [23:0] copi_buffer; 
    reg [4:0] bit_count;
    always @(posedge i_sck or negedge i_nrst)
     if (i_nrst == 1'b0) re_reg <= 1'd0;
     else           re_reg <= re;
    always @(posedge i_sck or negedge i_nrst)
     if (i_nrst == 1'b0) copi_buffer <= 24'd0;
     else if (i_cs == 1'b1) copi_buffer <= 24'd0;
     else if (re_reg == 1'b1) copi_buffer <= {copi_buffer[22:8],rdata[0],rdata[1],rdata[2],rdata[3],rdata[4],rdata[5],rdata[6],rdata[7],i_copi};
     else           copi_buffer <= {copi_buffer[22:0],i_copi};
    always @(posedge i_sck or negedge i_nrst)
     if (i_nrst == 1'b0)    bit_count <= 5'd0;
     else if (i_cs == 1'b1) bit_count <= 5'd0;
     else if (bit_count >= 5'd23) bit_count <= 5'd0;
     else                   bit_count <= bit_count + 5'd1;
    always @(posedge i_sck or negedge i_nrst)
     if (i_nrst == 1'b0)    rdata <= 8'd0;
     else if (re == 1'b1)   rdata <=  inputs_a[addr[2:0]];  
     else                   rdata <= rdata;
	generate 
		for (unpk_idx=0; unpk_idx<(inputs); unpk_idx=unpk_idx+1) begin : inputs_to_array  
			assign inputs_a[unpk_idx][(8-1):0] = rin[(8*unpk_idx+(8-1)):(8*unpk_idx)]; 
		end 
	endgenerate
    generate
		for (i = 0; i < outputs; i = i + 1)
		begin : decoder_outputs
			always @ (posedge i_sck or negedge i_nrst) begin
				if ( i_nrst == 1'b0 )         rout[(i+1)*8 - 1:i*8] <= 8'b0;  
				else if(en_o[i] == 1'b1)      rout[(i+1)*8 - 1:i*8] <= wdata;  
				else rout[(i+1)*8 - 1:i*8] <= rout[(i+1)*8 - 1:i*8];  
			end
		end
	endgenerate
    assign we = (bit_count == 5'd23) && copi_buffer[22:21]== 2'b01;  
    assign re = (bit_count == 5'd23) && copi_buffer[22:21]== 2'b10;  
    assign addr ={copi_buffer[7],copi_buffer[8],copi_buffer[9],copi_buffer[10],copi_buffer[11],copi_buffer[12],copi_buffer[13],copi_buffer[14]};
    assign wdata ={i_copi,copi_buffer[0],copi_buffer[1],copi_buffer[2],copi_buffer[3],copi_buffer[4],copi_buffer[5],copi_buffer[6]};
    assign en_o = we ? (1 << addr):{outputs{1'b0}};
    assign en_i = re ?(1 <<  addr):{inputs{1'b0}};
    	assign o_cipo = (i_cs== 1'b1 || i_nrst == 1'b0 )? 1'bz : copi_buffer[23]; 
endmodule
module spi_slave
     (
      input wire 	 clk,
      output wire [15:0] o_Address,
      output wire [7:0]  o_Wr_Data,
      output wire        o_Wr_En,
     	output wire        o_Rd_En,
    	input  wire [7:0]  i_Rd_Data,
      output wire        cpu_reset,
      output wire        system_reset,
      input wire         [32:0] spi_out,
      output wire        [16:0] spi_in,
      input wire         spi_reset
    );
      wire [15:0] addr;
      wire [7:0] data_out;
      reg  start;
      wire pulse_start;
      wire we;
      wire re;
      wire reset_cpu;
      wire reset_system;
      wire [7:0] data_in;
      wire is_busy;
      wire enable;
		wire re_enable;
      reg [7:0]data;
      reg [2:0]status;
      assign addr = spi_out[31:16];
      assign data_out = spi_out[15:8];
      assign reset_cpu = spi_out[0];
      assign reset_system = spi_out[1];
      assign we = spi_out[3];
      assign re = ~spi_out[3];
      assign o_Address = addr;
      assign o_Wr_Data = data_out;
      assign o_Wr_En  = we & enable;
      assign o_Rd_En  = re & enable;
      assign cpu_reset  = reset_cpu;
      assign system_reset  = reset_system;
      always @(posedge clk)
      begin
               start <=spi_out[2];
      end
      always @(posedge clk or negedge spi_reset)
      begin
          if (spi_reset == 1'b0) begin
               data <= 8'h0;
               status <= 3'h0;
          end else begin
               status <={is_busy, system_reset,reset_cpu};
               if (re_enable == 1 && re == 1) 
               begin
               data <= i_Rd_Data;
               end
          end
      end
      assign spi_in = {data,5'd0,status};
      assign pulse_start = spi_out[2] &  ~start;
      fsm fsm
	(
	.clk(clk), 
	.rst(spi_reset), 
	.i_start(pulse_start), 
	.i_cpu_reset(reset_cpu), 
	.o_enable(enable),
	.o_re_enable(re_enable),
	.o_busy(is_busy)
	);
endmodule
module spi_prog(
	input  wire i_sck,
	input  wire i_copi,
	output wire o_cipo,
	input  wire i_cs,
	input wire 	 clk,
	output wire [15:0] o_Address,
	output wire [7:0]  o_Wr_Data,
	output wire        o_Wr_En,
	output wire        o_Rd_En,
	input  wire [7:0]  i_Rd_Data,
	input wire         wb_rst,
	output wire        cpu_reset,
	output wire        system_reset
);
   wire         [32:0] spi_out;
   wire         [16:0] spi_in;
   wire  i_nrst;
   assign i_nrst = ~wb_rst;
spi #(.outputs(4), .inputs (2)) spi (  
    .i_sck(i_sck),
    .i_copi(i_copi),
    .o_cipo(o_cipo),
    .i_cs(i_cs),
    .i_nrst(i_nrst),
    .rout(spi_out),
    .rin(spi_in)
    );
spi_slave  spi_slave(
	.clk(clk),
	.o_Address(o_Address),
	.o_Wr_Data(o_Wr_Data),
	.o_Wr_En(o_Wr_En),
	.o_Rd_En(o_Rd_En),
	.i_Rd_Data(i_Rd_Data),
	.cpu_reset(cpu_reset),
	.spi_reset(i_nrst), 
	.system_reset(system_reset),
	.spi_out(spi_out),
	.spi_in(spi_in)
	);
endmodule 
```
**run.sh**
```bash
#!/bin/bash
# OpenROAD 26Q1-2900-gdf79404cd8, Yosys 0.63+post, stock flow scripts
make -C /OpenROAD-flow-scripts/flow DESIGN_CONFIG=/design/flow/config.mk WORK_HOME=/design/flow/orfs finish
```
==> results.yml <==
# implementation run metrics
clocking:
  cts_tree: "done"
  cts.reportedPaths.clkPinSlew_ns: 0.08
  cts.sinks: 85
  hold_buffers: 0
sta:
  setup_ws_ns: -0.2710
  skew_ns: 0.01582
  slew_viol_final: 0
  rsz0062_at_grt: "yes"
  finalHoldViolCount: 0
  slew_headroom_pct: 71.61
  setup_viol: 28
  tns_ns: -6.707
  worstMarginPinSlew_ns: 0.4259
global_routing:
  gr-usage-all-layers_pct: 14.08
  antenna_found_initial: 0
  grt_pass1_vias: 1803
  globalRouteOverflowTotal: 0
  grt_max_degree: 48
  grt_pass1_wl_um: 9349
power_and_ir_drop:
  vdd_drop_max_v: 0.0005390
  p_per_area_nw_per_um2: 993.1
  p_leak_nw: 2.074
  power.total_w: 0.004344
layout:
  drive_gt1_share_pct: 30.03
  top_regs: "spi.rout (28), spi.copi_buffer (24)"
  largest_register_ffs: 28
  regMostFlops: "spi.rout"
  final_util_pct: 52.45
  finalInstanceArea_um2: 4374
  syn_to_final_growth_pct: 25.35
flow_run:
  tool_warnings: 29
  cap_violations: 0
logic_synthesis:
  ff_type: "dfrtp_1"
  synth.distinct_cells: 37
  ys_warn_count: 6
  synth_area_per_cell_um2: 13.79
  seq_area_frac_synth_pct: 60.85
  synth_flop_count: 85
  synth-edff-count: 0
  yosys_area_um2: 3490
  syn_area_um2: 3490
  ys_cells: 253
  synthCells: 253
  async_reset_ff_share_pct: 98.82
placed_design:
  io_buffer_count: 40
  dp_hpwl_um: 3743
  placed_area_um2: 4040
  gp_congestion: 0.7395
  dpl_worst_slack_ns: -0.3195
floorplan:
  die_width_um: 95.40
  core_area_um2: 8341
  ios: 42
  dieHeight_um: 95.40
  num_rows: 33
  fp_util_pct: 41.84
  chipArea_um2: 9101
worst_setup_path:
  rr_endpoint: "spi.rout[30]"
  crit_type: "flop to flop"
  critPathMaxStageDelay_ns: 0.57
  cp-endpoint: "spi.rout[30]"
  startpoint: "spi.bit_count[1]"
  cp-start-kind: "flop"
  worst_r2r_path_depth: 5
  crit_arrival_ns: 2.09
  slowest_stage: "or4b_4"
  cp.required_ns: 1.82
  critPathCaptureType: "flop"
  r2r-start: "spi.bit_count[1]"
  critPathMaxFanout: 8
  crit_chain: "ha_4, nand4b_4, or4b_4, nor2_8, mux2_4"
  regToRegSetupSlack_ns: -0.27
detailed_routing:
  drt-initial-drc-count: 102
  drc_errors: 0
  avgRoutedWirePerCell_um: 13.83
  dr.pass1.iters: 4
  drt-vias-per-instance: 4.583
  drt-total-wl_um: 5643
  num_vias: 1870
  diodes: 0
  detail-route-antenna-nets: 0
hold_path:
  hp-class: "flop to flop"
run_status:
  violations: "setup timing"
  outcome: "finished, violations left"
cells in the final DEF (no fill, tap or decap), types with 2 or more instances in the layout:
| master | synthesis | layout |
|---|---|---|
| mux2_4 | 16 | 28 |
| nor2_8 | 3 | 3 |
| buf_4 | 24 | 17 |
| dlygate4sd2_1 | 0 | 2 |
| clkbuf_8 | 0 | 12 |
| mux2_2 | 8 | 8 |
| buf_12 | 0 | 3 |
| mux2i_1 | 11 | 11 |
| nor2_1 | 19 | 19 |
| nand3_1 | 7 | 7 |
| inv_6 | 0 | 2 |
| nor3_1 | 2 | 2 |
| nor2b_1 | 17 | 17 |
| xor2_1 | 2 | 2 |
| clkdlybuf4s50_1 | 0 | 38 |
| inv_1 | 9 | 8 |
| bufinv_16 | 0 | 3 |
| clkinvlp_4 | 0 | 2 |
| dfrtp_1 | 83 | 82 |
| o21ai_0 | 6 | 6 |
| and2_1 | 3 | 3 |
| a21oi_1 | 5 | 5 |
| o21bai_1 | 2 | 2 |
stage by stage:
stage / hold WS, ns / cells
finish: 0.3971 / 408
global route: 0.4144 / 408
CTS: 0.3944 / 405
detailed placement: 0.3693 / 383
global placement: 0.3657 / 383
floorplan: 0.3538 / 253
kinds of logic after synthesis:
logic type	share of synthesized area [%]
DFF	60.85
and+or+nand+nor	12.01
muxes	16.49
buffers and inverters	6.812
AOI/OAI and AO/OA	2.725
xor gates and xnor gates	0.7531
adders and majority gates	0.3585
critical path: cells and delay by family (launching register included):
kind                     cells  cell delay, ns
adder cells (fa/ha/maj)      1            0.16
flip-flops                   1            0.39
multiplexers                 1            0.32
AND/OR/NAND/NOR              3            0.88
power by group:
| part | total [W] | switching, W | leakage (nW) | internal, W |
|---|---|---|---|---|
| Combinational | 0.000135 | 0.0000728 | 0.756 | 0.0000620 |
| Clock | 0.00204 | 0.000820 | 0.146 | 0.00122 |
| Sequential | 0.00217 | 0.0000114 | 1.17 | 0.00216 |
worst min-delay path by stage:
stage | from | to | slack, ns | depth (start not counted)
CTS | spi_slave.fsm.o_busy | spi_slave.status[2] | 0.39 | 0
global route | wb_rst | spi.rout[24] | 0.41 | 3
finish | spi_slave.fsm.o_busy | spi_slave.status[2] | 0.40 | 0
cell type report:
class	instances	area [µm²]
Clock inverter	8	128.9
Inverter	9	37.54
Tap cell	105	131.4
Sequential cell	85	2125
Multi-Input combinational cell	129	1201
Timing Repair Buffer	60	585.6
Clock buffer	12	165.2
Fill cell	685	3966
timing repair:
action / 4_1_cts / 5_1_grt
cloned: 0 / 0
setup buffers: 2 / 4
setup endpoints to repair: 31 / 31
pin swaps: 3 / 1
resized: 3 / 1
Yosys cell counts (2+ instances only):
master    number  share of area [%]
xor2_1         2               0.50
o21ai_0        6               0.86
inv_1          9               0.97
buf_4         24                5.2
nor3_1         2               0.29
nor2b_1       17                3.0
mux2_1        12                3.9
nand3_1        7                1.0
dfrtp_1       83                 60
and2_1         3               0.54
nor2_1        19                2.0
clkbuf_1       5               0.54
a21oi_1        5               0.72
mux2_2         8                2.6
mux2_4        16                6.9
o21bai_1       2               0.43
mux2i_1       11                3.2
nor2_8         3                1.7
metal layers:
metal / part of all wire, % / global-route usage (%) / vias up
met1: 53 / 24.88 / 894
li1: - / - / 918
met5: 0 / 0 / -
met2: 40 / 17.14 / 47
met3: 4.5 / 5.028 / 11
met4: 2.2 / 2.612 / 0
Power figures rest on the tool's default switching activity, not on a simulated workload.
